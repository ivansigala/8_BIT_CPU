### flow/config.mk
export PLATFORM = sky130hd
export DESIGN_NAME = four_displays_driver
export DESIGN_NICKNAME = four_displays_driver
export VERILOG_FILES = /design/flow/design.v
export SDC_FILE = /design/flow/constraint.sdc
export NUM_CORES = 4
export LEC_CHECK = 1
export CORE_AREA = 10 10 102 102
export DIE_AREA = 0 0 112 112
### flow/constraint.sdc
current_design four_displays_driver

set clk_period 3.7
set clk_io_pct 0.2

create_clock -name clk0 -period $clk_period [get_ports {clk}]

set non_clock_inputs [all_inputs -no_clocks]
set_input_delay [expr $clk_period * $clk_io_pct] -clock clk0 $non_clock_inputs
set_output_delay [expr $clk_period * $clk_io_pct] -clock clk0 [all_outputs]
### flow/design.v
module contador_bit_2(
    input clk,
    input reset,
    output reg [1:0] count
    );
    always @ (posedge clk) begin
        if(reset == 1)
            count <= 0;
        else
            count <= count + 1;    
    end
endmodule
module five_bit_4x1_mux(
    input [4:0] A,
    input [4:0] B,
    input [4:0] C,
    input [4:0] D,
    input [2:0] set,
    output [4:0] Y
    );
    assign Y = 
        (set == 'b00) ? A:
        (set == 'b01) ? B:
        (set == 'b10) ? C:
                        D;
endmodule
module four_displays_driver(
    input [4:0]A,
    input [4:0]B,
    input [4:0]C,
    input [4:0]D,
    input clk,
    input reset,
    output a,
    output b,
    output c,
    output d,
    output e,
    output f,
    output g,
    output Dpout,
    output [3:0]enable
    );
    wire [1:0]count;
    wire [4:0]num, clk_out;
    five_bit_4x1_mux M0(
        .A(A),
        .B(B),
        .C(C),
        .D(D),
        .set(count),
        .Y(num)
        );
    prescaler M1(
        .clk(clk),
        .scale_factor(250_000),
        .clk_out(clk_out)
        );
    contador_bit_2 M2(
        .clk(clk_out),
        .reset(reset),
        .count(count)
    );
    sev_seg_decoder M3(
        .a(a),
        .b(b),
        .c(c),
        .d(d),
        .e(e),
        .f(f),
        .g(g),
        .Ci(num[4]),  
        .Co(Dpout),
        .s(num[3:0])
        );
    one_cold_decoder M4(
        .A(count),
        .B(enable)
    );
endmodule
module one_cold_decoder(
    input  [1:0]A,
    output [3:0]B
    );
    assign B =
        (A == 'b00) ? 'b1110: 
        (A == 'b01) ? 'b1101:
        (A == 'b10) ? 'b1011:
                       'b0111;
endmodule
module sev_seg_decoder(
    input [3:0]s,
    input Ci,
    output reg a,
    output reg b,
    output reg c,
    output reg d,
    output reg e,
    output reg f,
    output reg g,
    output reg Co
    );
    always @ * begin
        case(s)
            'b0000: {a, b, c, d, e, f, g} = 'b0000001;
            'b0001: {a, b, c, d, e, f, g} = 'b1001111;
            'b0010: {a, b, c, d, e, f, g} = 'b0010010;
            'b0011: {a, b, c, d, e, f, g} = 'b0000110;
            'b0100: {a, b, c, d, e, f, g} = 'b1001100;
            'b0101: {a, b, c, d, e, f, g} = 'b0100100;
            'b0110: {a, b, c, d, e, f, g} = 'b0100000;
            'b0111: {a, b, c, d, e, f, g} = 'b0001111;
            'b1000: {a, b, c, d, e, f, g} = 'b0000000;
            'b1001: {a, b, c, d, e, f, g} = 'b0001100;
            'b1010: {a, b, c, d, e, f, g} = 'b0001000;
            'b1011: {a, b, c, d, e, f, g} = 'b1100000;
            'b1100: {a, b, c, d, e, f, g} = 'b0110001;
            'b1101: {a, b, c, d, e, f, g} = 'b1000010;
            'b1110: {a, b, c, d, e, f, g} = 'b0110000;
            default  {a, b, c, d, e, f, g} = 'b0111000;
        endcase
        case(Ci)
            'b1: Co = 'b0;
            default Co = 'b1;
        endcase 
    end
endmodule
module prescaler(
    input clk,
    input [27:0] scale_factor,
    output reg clk_out
    );
    reg [27:0]count;
    always @ (posedge clk) begin
        if(count == scale_factor)
            begin
                count <= 0;
                clk_out <= ~clk_out;
            end
        else
            count <= count + 1; 
     end    
endmodule
### flow/run.sh
#!/bin/bash
# OpenROAD 26Q1-2900-gdf79404cd8, Yosys 0.63+post, stock flow scripts
make -C /OpenROAD-flow-scripts/flow DESIGN_CONFIG=/design/flow/config.mk WORK_HOME=/design/flow/orfs finish
==> results.sh <==
# physical design summary
export IMPL_status="finished, final reports clean"
export IMPL_overflow=0
export IMPL_drv_cap=0
export IMPL_endpoint_kind="output port"
export IMPL_drc=0
export IMPL_slew_violations=0
export IMPL_r2r_start="M1.count[7]"
export IMPL_yosysSeqAreaShare_pct=34.7
export IMPL_num_io_pins=34
export IMPL_hold_end="M1.count[17]"
export IMPL_num_fill_cells=830
export IMPL_syn_inst=200
export IMPL_comb_power_share_pct=9.2
export IMPL_top_cell_area_share_pct=33.1
export IMPL_worstPathRequired_ns=2.96
export IMPL_comb_area_um2=1130
export IMPL_worstMarginPinSlew_ns=0.785
export IMPL_top_cell="dfxtp_1"
export IMPL_period_minus_slack_ns=3.60
export IMPL_die_x_um=112
export IMPL_cp_max_fo=4
export IMPL_leakagePower_nw=0.933
export IMPL_hpwlAfterDp_um=3010
export IMPL_final_antenna_net_count=0
export IMPL_power_frac_seq_pct=48.0
export IMPL_yosysChipArea_um2=1820
export IMPL_p_int_mw=0.523
export IMPL_wire_per_inst_um=11.2
export IMPL_tns_ns=0
export IMPL_die_area_um2=12500
export IMPL_synthArstFlopShare_pct=0
export IMPL_track_usage_pct=6.05
export IMPL_via_count=1482
export IMPL_finalHoldViolations=0
export IMPL_grt_max_degree=13
export IMPL_finalClockSkew_ns=0.00305
export IMPL_final_cells=348
export IMPL_ir_drop_uv=141
export IMPL_worstHoldPathType="flop to flop"
export IMPL_numSynthFlops=31
export IMPL_via_per_inst=4.26
export IMPL_synth_edff_count=1
export IMPL_cp_arrival_ns=2.86
export IMPL_grt_pass1_vias=1406
export IMPL_num_rows=33
export IMPL_tool_warnings=35
export IMPL_p_sw_mw=0.131
export IMPL_setup_viol=0
export IMPL_postLayoutCoreUtil_pct=29.6
export IMPL_critPathKind="input pin to output port"
export IMPL_top_cells_by_count="dfxtp_1 (30), xnor2_1 (18), inv_1 (16)"
export IMPL_max_clock_path_buffers=2
export IMPL_drtPass1Iterations=4
export IMPL_clock_latency_ns=0.27
export IMPL_fmax_ghz=0.278
export IMPL_reg2reg_depth=3
export IMPL_core_area_um2=8220
export IMPL_min_path_cells=1
export IMPL_drt_iter0_drc=67
export IMPL_routed_wl_um=3890
export IMPL_swShare_pct=20.0
export IMPL_port_buffers=33
export IMPL_syn_cell_area_um2=1820
export IMPL_worstSetupStartpointType="input pin"
export IMPL_topCellsByArea="dfxtp_1 (33%), ha_1 (9.6%), xnor2_1 (8.7%)"
export IMPL_cts_tree="built"
export IMPL_unclocked_pins=2
export IMPL_clk_pin_slew_ns=0.06
export IMPL_synthFlopType="dfxtp_1"
export IMPL_gp_congestion=0.822
export IMPL_initCoreUtil_pct=22.1
export IMPL_register_area_um2=631
export IMPL_power_frac_clock_pct=42.8
export IMPL_yosysUniqueCellTypes=37
export IMPL_untimed_endpoints=6
export IMPL_yosysWarnings=7
export IMPL_r2r_end="M1.clk_out"
export IMPL_r2r_slack_ns=1.73
export IMPL_relSlewSlack_pct=47.2
export IMPL_htree_levels=2
export IMPL_area_delta_synth_final_pct=34.1
export IMPL_post_place_cells=339
export IMPL_post_route_period_util_pct=97.3
export IMPL_hold_buffers=0
export IMPL_diodes=0
export IMPL_grt_pass1_wl_um=6650
export IMPL_final_layout_size_suffix_gt1_share_pct=10.3
export IMPL_min_delay_start="M1.count[17]"
export IMPL_p_per_area_nw_per_um2=269
export IMPL_antenna_found_initial=0
export IMPL_cts_root_buffer="clkbuf_8"
export IMPL_die_y_um=112
export IMPL_numCtsBuffers=5
export IMPL_syn_area_per_cell_um2=9.08
export IMPL_ys_cells=200
export IMPL_yosysTopAreaCell="dfxtp_1"
stage by stage:
stage | setup slack [ns] | hold WS, ns | total power, mW | area (um2)
after detailed placement | -0.0246 | 0.453 | 0.380 | 2300
final | 0.101 | 0.459 | 0.654 | 2430
after global routing | -0.00100 | 0.476 | 0.685 | 2430
after floorplan | 0.876 | 0.423 | 0.341 | 1820
after CTS | 0.0517 | 0.464 | 0.663 | 2410
after global placement | -0.0153 | 0.449 | 0.380 | 2300
registers in the layout, indices dropped and copies added (netlist names):
name / flops
M1.clk_out: 1
M2.count: 2
M1.count: 28
cells in the final DEF (no fill, tap or decap), types with 5 or more instances in the layout:
cell and instances:
and3_1 5, buf_4 6, clkbuf_8 7, clkdlybuf4s50_1 31
dfxtp_1 30, ha_1 13, inv_1 16, mux2i_1 14
nand2_1 12, nand3_1 14, nand4_1 5, nor2_1 10
nor2b_1 5, o21ai_0 5, o22ai_1 5, xnor2_1 18
xor2_1 5
cell type report:
type / instances / share of cell area (%)
clock buffers: 7 / 3.96
clock inverters: 1 / 0.206
inverters: 16 / 2.47
multi-input cells: 149 / 46.5
flip-flops and latches: 31 / 25.9
well taps: 105 / 5.40
repair buffers: 39 / 15.6
how the worst max path moves through the flow:
| stage | slack (ns) | end | from |
|---|---|---|---|
| after CTS | 0.05 | a | D[1] |
| after global routing | -0.001 | a | D[1] |
| final | 0.10 | a | D[1] |
repair_timing:
action	CTS	global route
endpoints found under the setup margin	2	4
resized	2	4
pin swaps	0	3
setup buffers	0	1
power by group through the flow:
| stage | logic [mW] | clock network, mW | registers, mW |
|---|---|---|---|
| after CTS | 0.0601 | 0.290 | 0.314 |
| final | 0.0603 | 0.280 | 0.314 |
| after global routing | 0.0664 | 0.305 | 0.314 |
layer usage:
layer / vias to the layer above / part of all wire, % / GRT usage [%]
met2: 36 / 38 / 8.82
met4: 0 / 1.6 / 0.846
met1: 645 / 55 / 8.96
met3: 6 / 5.4 / 1.57
met5: - / 0 / 0
li1: 795 / - / -
kinds of logic (layout without fill, tap and decap cells):
logic type	count (synthesis)	after routing	share of synthesized area [%]
flip-flops	31	31	34.7
adder cells (fa/ha/maj)	14	14	9.65
AND-OR/OR-AND	19	19	7.17
buffers and inverters	20	63	4.34
XOR/XNOR	23	23	11.1
multiplexers	14	14	7.72
AND/OR/NAND/NOR	79	79	25.3
critical path: stages:
cell	delay (ns)
clkdlybuf4s50_1	0.40
nor2b_2	0.16
a211oi_2	0.20
o31ai_2	0.11
ha_1	0.24
or3b_2	0.47
o221a_2	0.13
clkdlybuf4s50_1	0.41
Power is estimated from default activity; no workload was simulated.
