$ cat flow/run.sh
#!/bin/bash
# OpenROAD 26Q1-2900-gdf79404cd8, Yosys 0.63+post, stock flow scripts
make -C /OpenROAD-flow-scripts/flow DESIGN_CONFIG=/design/flow/config.mk WORK_HOME=/design/flow/orfs finish
$ cat flow/design.v
module RAM(
    input WE,
    input clk,
    input [7:0]IN,
    input [7:0]addr,
    output reg [7:0]out
    );
    reg [7:0]mem[0:255]; 
    always @ (posedge clk) begin
        if(WE)
            mem[addr] <= IN;  
    end
    always @ * begin
        out = mem[addr];
    end
endmodule
$ cat flow/config.mk
export PLATFORM = sky130hd
export DESIGN_NAME = RAM
export DESIGN_NICKNAME = RAM
export VERILOG_FILES = /design/flow/design.v
export SDC_FILE = /design/flow/constraint.sdc
export NUM_CORES = 4
export LEC_CHECK = 1
export CORE_UTILIZATION = 40
$ cat flow/constraint.sdc
current_design RAM

set clk_period 21.8
set clk_io_pct 0.2

create_clock -name clk0 -period $clk_period [get_ports {clk}]

set non_clock_inputs [all_inputs -no_clocks]
set_input_delay [expr $clk_period * $clk_io_pct] -clock clk0 $non_clock_inputs
set_output_delay [expr $clk_period * $clk_io_pct] -clock clk0 [all_outputs]
==> run summary <==
yosys + openroad results -> status finished clean, Min-Delay Startpoint IN[0], final slew viol count 0, Ports 26, slowest CP cell buf_4, CP dominant cell by count buf_4, postcts setup bufs 0, Max-area cell share 0.785, CTS H-tree depth 4, die y size between 400 and 500 µm, tool warnings 26, total negative setup slack 0 ns, Final Hold Fails 0, count of final setup violators 0, switching share of total power 0.209, commonest cells in the netlist 2048 x edfxtp_1, 512 x mux4_2, 256 x a22oi_1, CP Buf/Inv Count 7, NetSw approximately 1700 µW, Worst-path clk slew around 0.06 ns, fmax roughly 70 MHz, hold worst-path end mem[171][0]$_DFFE_PP_, Comb power frac 0.045, fp util 0.402, RSZ-0062 raised after global routing false, global-route wire length before repair roughly 270 mm, total gr overflow 0, CTS buffer count ~200, P&R area growth vs syn 13.4%, Min-Delay Path Depth 1, Routability Congestion between 0.8 and 0.9, YS chip area 0.0783 mm², Worst Setup Path Type in2out, max FFs per register 2048, Finished Cell Area roughly 0.09 mm², dpl cell area ~0.082 mm², Residual DRC 0, worst-margin pin slew between 1 and 1.5 ns, ys async rst share 0, Post-Layout Cell Count between 6000 and 7000, Seq pwr share 0.540, post-layout min period approximately 14 ns, Leakage ~0.027 µW, drt total wl about 190 mm, yosys warns 1, Biggest register mem, Seq/Total Area, Yosys 0.785, Post-DRT Antenna Nets 0, Iter 0 DRT Violations around 2500, Worst VDD drop about 0.000087 V, wire per inst about 29 µm, post-DR vias/cell about 5.6, Detailed Place HPWL about 110 mm, final core occ 0.456, total die size ~0.2 mm², Avg Synthesized Cell Area ~22 µm², Pwr Density ~90 mW/mm², hold crit path type in2reg, synthesized area 0.0783 mm², drt pass-1 iters 5, Syn Inst Count between 3000 and 4000, startpoint class of the critical path input pin, Internal 6370 µW, period utilisation layout 0.657, cts repair resizes 0, Critical Path End Type primary output, Top Registers mem: 2048 flops, vias in the first global route 41200, worst path arrival time 9.97 ns, cts hold-fix bufs 0, TritonCTS clock tree yes, CP peak stage delay roughly 0.68 ns, IO buf count 25, routed via count between 30000 and 40000, placed insts slightly above 6000, Clock Power Share 0.416, max_cap viols 0, core area approximately 0.19 mm², CP Max Fanout about 75, crit path DRT approximately 17 ns, ys cells around 3500, GRT Overall Usage 0.212, crit-path cells buf_8 -> buf_12 -> buf_4 -> buf_4 -> buf_4 -> mux4_2 -> a22oi_1 -> a21oi_1 -> o41ai_1 -> buf_4 -> nand4_1 -> clkdlybuf4s50_1, flip-flops with a built-in enable just over 2000, root buffer cell clkbuf_16, Yosys cell types 21, Flops after synth 2048, top-count cell post-synth edfxtp_1, CP top delay family buffers and inverters, clock buffer depth 3, Chip Width between 400 and 500 µm, Rows roughly 160, minimum hold slack about 4.0 ns, Slew HR 0.256, post-synth top area cell edfxtp_1, layout cells sized above 1 0.259, Dominant flop cell edfxtp_1, initial antenna violation count 2, pin count of the biggest net entering global routing roughly 93, # clock sinks around 2000, Post-synth area hogs edfxtp_1 79%, mux4_2 15%, a22oi_1 2.5%
==> worst max-delay path by stage <==
stage / start / end / cells after the start / slack [ns]
6_report: addr[0] / out[7] / 12 / 7.47
5_1_grt: addr[0] / out[0] / 11 / 6.97
4_1_cts: addr[0] / out[7] / 12 / 7.28
==> placed cells by master (no fill, tap or decap) <==
cell type           n
buf_8               9
nand3_1            10
diode_2             2
nor2b_1             5
clkbuf_8            1
nor2b_4             2
or3_1               1
buf_4             194
nor2_1            231
mux4_2            512
bufinv_16          15
nand2b_1            4
a21oi_1           128
o41ai_1            25
edfxtp_1         2048
a22oi_1           256
o41ai_2             7
inv_1               1
nand2b_2            2
nor3_1             30
clkdlybuf4s50_1    15
nor2_4              1
or2_2               2
nand4_1             8
and2_4              1
and2_1              2
clkbuf_1           43
inv_6               4
clkinv_2           36
buf_12              4
inv_16              1
clkinv_1           56
clkinv_8            4
clkinvlp_4          3
nand2_1            28
clkinv_16           2
clkbuf_16         206
nand3_2             3
==> metrics by stage <==
stage               total power, µW  worst slack, ns
global placement               4790             7.30
finish                         8050             7.47
detailed placement             4790             7.29
floorplan                      4620            11.34
global route                   8290             6.97
CTS                            8120             7.28
==> kinds of logic after synthesis <==
logic type / share of synthesized area
AOI/OAI and AO/OA: 0.0363
and+or+nand+nor: 0.0174
DFF: 0.785
muxes: 0.147
buffers and inverters: 0.0140
==> routing by layer <==
| layer | track usage | share of wire |
|---|---|---|
| met1 | 0.271 | 0.34 |
| met2 | 0.300 | 0.46 |
| met3 | 0.166 | 0.17 |
| met4 | 0.0466 | 0.027 |
| met5 | 0.00537 | 0.00067 |
==> cell type report <==
class	instances	area, µm²
Antenna cell	2	5.00
Clock inverter	121	1040
Timing Repair Buffer	223	1840
Clock buffer	249	5320
Inverter	1	3.75
Multi-Input combinational cell	1258	15800
Fill cell	15900	106000
Sequential cell	2048	61500
Tap cell	2624	3280
==> power groups by stage <==
stage	Sequential (µW)	Clock [µW]	Combinational, µW
after CTS	4340	3410	367
after global routing	4340	3560	390
final	4340	3340	361
No activity file was given, so power comes from the tool's default toggle rates.
