===== flow/config.mk =====
export PLATFORM = sky130hd
export DESIGN_NAME = PC
export DESIGN_NICKNAME = PC
export VERILOG_FILES = /design/flow/design.v
export SDC_FILE = /design/flow/constraint.sdc
export NUM_CORES = 4
export LEC_CHECK = 1
export CORE_AREA = 10 10 70 70
export DIE_AREA = 0 0 80 80

===== flow/constraint.sdc =====
current_design PC

set clk_period 2.4
set clk_io_pct 0.2

create_clock -name clk0 -period $clk_period [get_ports {clk}]

set non_clock_inputs [all_inputs -no_clocks]
set_input_delay [expr $clk_period * $clk_io_pct] -clock clk0 $non_clock_inputs
set_output_delay [expr $clk_period * $clk_io_pct] -clock clk0 [all_outputs]

===== flow/design.v =====
module PC(
    input [7:0]K,
    input clk,
    input reset,
    input sel_pc,
    input sel_br,
    output reg [7:0]out
    );
    always @(posedge clk) begin
        if(reset == 'b1)
            out <= 0;
        else if(sel_pc == 'b1)
            out <= K;
        else if(sel_br == 'b1)
            out <= out + 2;
        else
            out <= out + 1; 
    end
endmodule

===== flow/run.sh =====
#!/bin/bash
# OpenROAD 26Q1-2900-gdf79404cd8, Yosys 0.63+post, stock flow scripts
make -C /OpenROAD-flow-scripts/flow DESIGN_CONFIG=/design/flow/config.mk WORK_HOME=/design/flow/orfs finish

==> results_dict.tcl <==
# place-and-route summary
set metrics [dict create \
    synth_top_cell_by_count "dfxtp_1" \
    synth_cell_types 26 \
    ys_area_um2 453 \
    drt_iter0_drc 40 \
    fmax_ghz 0.580 \
    fin_util 0.207 \
    ir_worst_vdd_v 0.000229 \
    synthTopCellsByCount "dfxtp_1 (8), nand2_1 (6), nor2_1 (5), o21ai_0 (5)" \
    ys_cells 54 \
    io_pins 20 \
    tightest_slew_ns 0.358 \
    vias 457 \
    routedWlPerCell_um 10.9 \
    ys_ff 8 \
    synth_top_cell_by_area "dfxtp_1" \
    r2r-end "out[6]" \
    n_fill_cell 389 \
    coreArea_mm2 0.00342 \
    required_ns 2.57 \
    stdcell_count 119 \
    finalSetupViolCount 0 \
    clock-sinks 8 \
    fp_util 0.133 \
    fin_worst_skew_ns 0.00233 \
    fin_crit_ns 1.72 \
    hold_path_depth 2 \
    r2r_setup_slack_ns 0.96 \
    holdBufCountCts 0 \
    syn_area_um2 453 \
    gp_congestion 0.858 \
    drc 0 \
    comb_area_um2 274 \
    portBuffers 19 \
    worstHoldStart "out[7]" \
    rr_startpoint "out[0]" \
    hold_path_class "flop to flop" \
    grt_usage 0.0405 \
    antenna_found_initial 0 \
    log.warning_count 25 \
    status "finished, final reports clean" \
    die_y_um 80 \
    place_hpwl_um 1050 \
    top_area_frac 0.354 \
    area_growth_pct 56.4 \
    power_leakage_nw 0.248 \
    regMostFlops "out" \
    overflow 0 \
    regArea_um2 160 \
    synthCells 54 \
    rows 21 \
    grt_setup_unrepaired "no" \
    cts_tree "built" \
    htreeDepth 1 \
    drive_above_1_share 0.0685 \
    worstSetupStartpointType "primary input" \
    synth-edff-count 0 \
    ff_type "dfxtp_1" \
    die_width_um 80 \
    dr.pass1.iters 4 \
    crit_fanout 7 \
    syn_area_per_cell_um2 8.39 \
    die_area_mm2 0.00640 \
    drtAntennaViolNets 0 \
    worstSetupPathType "primary input to flop" \
    largestRegisters "out x8" \
    largest_reg_flops 8 \
    cts_root_buf "clkbuf_4" \
    vias_per_cell 3.84 \
    cap_viol_max_count 0 \
    post_cts_buffers 0 \
    grt_pass1_vias 459 \
    synth.yosys.seq_area_share 0.354 \
    clk_path_buf_depth 2 \
    async_flop_share 0 \
    grt_max_degree 13 \
    drv_slew 0 \
    post-route-period-util 0.718 \
    cts_resized 0 \
    min_to "out[7]" \
    yosys_warnings 1 \
    power_density_mw_per_mm2 468 \
    clk_pin_slew_ns 0.05 \
    grt_pass1_wl_um 2040 \
    fin_tns_setup_ns 0 \
    p_total_mw 0.331 \
    setup.worst_path.start "sel_br" \
    relSlewSlack 0.761 \
    dp_cells 116 \
    cp-end-kind "flop" \
    clock_latency_ns 0.25 \
    worstRegToRegCells 4 \
    finalHoldViolations 0 \
    cts_buffers 3 \
    critical_path_arrival_ns 1.89 \
    wl_um 1290 \
    area_leaders "dfxtp_1 (35%), ha_1 (5.5%), o21ai_0 (5.5%)" \
    insertedDiodeCount 0 \
]
[cells in the final DEF, fill, tap and decap left out, drive strengths merged, types with 2 or more instances in the layout]
master	count
a21oi	3
a311oi	3
clkbuf	3
clkdlybuf4s50	19
dfxtp	8
ha	2
nand2	6
nand4	2
nor2	5
o21ai	6
or3	3
xor2	2
[where the power goes]
group	switching (mW)	leakage (nW)	internal, mW
Clock	0.0473	0.0138	0.0573
Sequential	0.0134	0.0665	0.143
Combinational	0.0237	0.168	0.0466
Total	0.0844	0.248	0.247
[worst max-delay path by stage]
stage | slack (ns) | cells past startpoint | end
CTS | 0.69 | 1 | out[3]
finish | 0.68 | 4 | out[6]
global route | 0.61 | 4 | out[5]
[worst max-delay path: stages]
cell	delay [ns]
clkdlybuf4s50_1	0.63
mux2i_1	0.17
or3_1	0.38
a311oi_2	0.22
[cell families (layout without fill, tap and decap cells)]
logic type | after synthesis | count (layout) | synth area share
AOI/OAI and AO/OA | 15 | 15 | 0.229
xor gates and xnor gates | 3 | 3 | 0.0580
adders and majority gates | 2 | 2 | 0.0552
buffers and inverters | 4 | 23 | 0.0414
DFF | 8 | 8 | 0.354
muxes | 1 | 1 | 0.0221
and+or+nand+nor | 21 | 21 | 0.240
[per-layer routing]
metal | vias to the layer above | part of all wire | global-route usage
li1 | 234 | - | -
met2 | 20 | 0.35 | 0.0498
met1 | 203 | 0.52 | 0.0572
met5 | - | 0 | 0
met4 | 0 | 0 | 0.00352
met3 | 0 | 0.13 | 0.0284
[cell type report]
class                      count  share of cell area
clock buffer                   3              0.0318
multi-input combinational     42               0.387
timing repair buffer          19               0.269
inverter                       1             0.00530
sequential                     8               0.226
tap                           46              0.0813
[stage by stage]
| step | cell area [um2] | worst slack, ns | hold slack [ns] |
|---|---|---|---|
| global placement | 686 | 0.468 | 0.503 |
| finish | 708 | 0.676 | 0.512 |
| floorplan | 453 | 0.978 | 0.470 |
| detailed placement | 686 | 0.447 | 0.510 |
| CTS | 708 | 0.694 | 0.517 |
| global route | 708 | 0.606 | 0.530 |
Power figures rest on the tool's default switching activity, not on a simulated workload.
